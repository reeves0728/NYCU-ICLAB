==> flow/design.v <==
module BRIDGE(
    clk,
    rst_n,
    in_valid,
    direction,
    addr_dram,
    addr_sd,
    out_valid,
    out_data,
    AR_VALID, AR_ADDR, R_READY, AW_VALID, AW_ADDR, W_VALID, W_DATA, B_READY,
	AR_READY, R_VALID, R_RESP, R_DATA, AW_READY, W_READY, B_VALID, B_RESP,
    MISO,
    MOSI
);
input clk, rst_n;
input in_valid;
input direction;
input [12:0] addr_dram;
input [15:0] addr_sd;
output reg out_valid;
output reg [7:0] out_data;
output reg [31:0] AW_ADDR;
output reg AW_VALID;
input AW_READY;
output reg W_VALID;
output reg [63:0] W_DATA;
input W_READY;
input B_VALID;
input [1:0] B_RESP;
output reg B_READY;
output reg [31:0] AR_ADDR;
output reg AR_VALID;
input AR_READY;
input [63:0] R_DATA;
input R_VALID;
input [1:0] R_RESP;
output reg R_READY;
input MISO;
output reg MOSI;
reg [4:0] current_state, next_state;
reg direction_reg;
reg [31:0] addr_dram_reg;
reg [31:0] addr_sd_reg;
reg [6:0] crc7_sd_read_reg;
reg [6:0] crc7_sd_write_reg;
reg [15:0] crc16_read_write_reg;
reg [15:0] crc16_sd_write_reg;
reg [47:0] command;
reg [101:0] sd_write_MOSI;
reg [63:0] dram_2_sd_data;
reg [79:0] sd_2_dram_data;
reg [5:0] command_cnt;
reg [6:0] sd_read_MISO_cnt;
reg [6:0] sd_write_MISO_cnt;
reg [3:0] data_response_cnt;
reg [7:0] out_data_cnt;
reg [2:0] sd_read_wait_response_cnt;
reg sd_write_flag;
reg output_flag;
parameter IDLE = 0;
parameter DRAM_READ = 1;
parameter DRAM_READ_SEND_COMMAND = 2;
parameter DRAM_READ_WAIT_RESPONSE = 3;
parameter SD_WRITE = 4;
parameter SD_WRITE_RESPONSE = 5;
parameter WAIT_BUSY = 6;
parameter DATA_OUTPUT = 7;
parameter SD_READ = 8;
parameter SD_READ_WAIT_RESPONSE = 9;
parameter SD_READ_RESPONSE = 10;
parameter SD_READ_WAIT_DATA = 11;
parameter SD_READ_DATA = 12;
parameter DRAM_WRITE_1 = 13;
parameter DRAM_WRITE_2 = 14;
parameter DATA_OUTPUT_2= 15;
parameter INPUT_STATE_1 = 16;
always @(*) begin
    sd_write_MOSI = 0;
    command = 0;
    case(current_state)
        IDLE:
        begin
            if(in_valid == 1'b1)
            begin
                if(direction == 1'b0)
                begin
                    next_state = INPUT_STATE_1;
                end
                else
                begin
                    next_state = SD_READ;
                end
            end
            else
            begin
                next_state = IDLE;
            end
        end
        INPUT_STATE_1:
        begin
            next_state = DRAM_READ;
        end
        DRAM_READ:
        begin
            if(sd_write_flag == 0)
            begin
                next_state = DRAM_READ;
            end
            else
            begin
                next_state = DRAM_READ_SEND_COMMAND;
            end            
        end
        DRAM_READ_SEND_COMMAND:
        begin
            command = {1'b0,1'b1,6'd24,addr_sd_reg,crc7_sd_write_reg,1'b1};
            if(command_cnt == 0)
            begin
                next_state = DRAM_READ_WAIT_RESPONSE;
            end
            else
            begin
                next_state = DRAM_READ_SEND_COMMAND;
            end
        end
        DRAM_READ_WAIT_RESPONSE:
        begin
            if(MISO == 1)
            begin
                next_state = DRAM_READ_WAIT_RESPONSE;
            end
            else
            begin
                next_state = SD_WRITE;
            end
        end
        SD_WRITE:
        begin
            sd_write_MOSI = {6'b111111,8'b11111111,7'b1111111,1'b0,dram_2_sd_data,crc16_sd_write_reg};
            if(sd_write_MISO_cnt == 0)
            begin
                next_state = SD_WRITE_RESPONSE;
            end
            else
            begin
                next_state = SD_WRITE;
            end
        end
        SD_WRITE_RESPONSE:
        begin
            if(data_response_cnt == 8)
            begin
                next_state = WAIT_BUSY;
            end
            else
            begin
                next_state = SD_WRITE_RESPONSE;
            end
        end
        WAIT_BUSY:
        begin
            if(MISO == 1)
            begin
                next_state = DATA_OUTPUT;
            end
            else
            begin
                next_state = WAIT_BUSY;
            end
        end
        DATA_OUTPUT:
        begin
            if(out_data_cnt == 7)
            begin
                next_state = IDLE;
            end
            else
            begin
                next_state = DATA_OUTPUT;
            end
        end
        SD_READ:
        begin
            command = {2'b01,6'd17,addr_sd_reg,crc7_sd_read_reg,1'b1};
            if(command_cnt == 0)
            begin
                next_state = SD_READ_WAIT_RESPONSE;
            end
            else
            begin
                next_state = SD_READ;
            end
        end
        SD_READ_WAIT_RESPONSE:
        begin
            if(MISO == 0)
            begin
                next_state = SD_READ_RESPONSE;
            end
            else
            begin
                next_state = SD_READ_WAIT_RESPONSE;
            end
        end
        SD_READ_RESPONSE:
        begin
            if(sd_read_wait_response_cnt == 7)
            begin
                next_state = SD_READ_WAIT_DATA;
            end
            else 
            begin
                next_state = SD_READ_RESPONSE;
            end
        end
        SD_READ_WAIT_DATA:
        begin
            if(MISO == 0)
            begin
                next_state = SD_READ_DATA;
            end
            else
            begin
                next_state = SD_READ_WAIT_DATA;
            end
        end
        SD_READ_DATA:
        begin
            if(sd_read_MISO_cnt == 0)
            begin
                next_state = DRAM_WRITE_1;                
            end
            else
            begin
                next_state = SD_READ_DATA;
            end
        end
        DRAM_WRITE_1:
        begin
            next_state = DRAM_WRITE_2;
        end
        DRAM_WRITE_2:
        begin
            if(output_flag == 1) 
            begin
                next_state = DATA_OUTPUT_2;
            end
            else
            begin
                next_state = DRAM_WRITE_2;
            end
        end
        DATA_OUTPUT_2:
        begin
            if(out_data_cnt == 7)
            begin
                next_state = IDLE;
            end
            else
            begin
                next_state = DATA_OUTPUT_2;
            end            
        end
        default: begin
            next_state = current_state;
        end
    endcase
end
always @ (*) begin
    crc7_sd_read_reg = CRC7({2'b01,6'd17,addr_sd_reg});
end
always @ (*) begin
    crc7_sd_write_reg = CRC7({2'b01,6'd24,addr_sd_reg});
end
always @ (*) begin
    crc16_sd_write_reg = CRC16_CCITT({dram_2_sd_data});
end
always @ (*) begin
    if(current_state == DRAM_READ && R_READY == 1 && R_VALID == 1 )
    begin
        sd_write_flag = 1;
    end
    else
    begin
        sd_write_flag = 0;
    end
end
always @ (*) begin
    if(current_state == DRAM_WRITE_2 && B_READY == 1 && B_VALID == 1 )
    begin
        output_flag = 1;
    end
    else
    begin
        output_flag = 0;
    end
end
always @ (posedge clk or negedge rst_n)
begin
    if(!rst_n)
    begin
        current_state <= IDLE;
    end
    else
    begin
        current_state <= next_state;
    end
end
always @ (posedge clk or negedge rst_n) begin
    if(!rst_n) begin
        addr_dram_reg <= 0;
    end
    else begin
        if(in_valid == 1'b1) 
        begin
            addr_dram_reg <= addr_dram;
        end
    end
end
always @ (posedge clk or negedge rst_n) begin
    if(!rst_n) begin
        addr_sd_reg <= 0;
    end
    else begin
        if(in_valid == 1'b1) begin
            addr_sd_reg <= addr_sd;
        end
    end
end
always @ (posedge clk or negedge rst_n) begin
    if(!rst_n) begin
        direction_reg <= 0;
    end
    else begin
        if(in_valid == 1'b1) begin
            direction_reg <= direction;
        end
    end
end
always @(posedge clk or negedge rst_n) begin
    if(!rst_n)
    begin
        out_valid <= 0;            
    end
    else
    begin
        if(current_state == DATA_OUTPUT || current_state == DATA_OUTPUT_2)
        begin
            out_valid <= 1;
        end
        else
        begin
            out_valid <= 0;
        end
    end
end
always @(posedge clk or negedge rst_n) begin
    if(!rst_n)
    begin
        out_data <= 0;             
    end
    else
    begin
        if(current_state == DATA_OUTPUT)
        begin
            case(out_data_cnt)
                0: out_data <= dram_2_sd_data[63:56];
                1: out_data <= dram_2_sd_data[55:48];
                2: out_data <= dram_2_sd_data[47:40];
                3: out_data <= dram_2_sd_data[39:32];
                4: out_data <= dram_2_sd_data[31:24];
                5: out_data <= dram_2_sd_data[23:16];
                6: out_data <= dram_2_sd_data[15:8];
                7: out_data <= dram_2_sd_data[7:0];
            endcase
        end
        else if(current_state == DATA_OUTPUT_2)
        begin
            case(out_data_cnt)
                0: out_data <= sd_2_dram_data[78:71];
                1: out_data <= sd_2_dram_data[70:63];
                2: out_data <= sd_2_dram_data[62:55];
                3: out_data <= sd_2_dram_data[54:47];
                4: out_data <= sd_2_dram_data[46:39];
                5: out_data <= sd_2_dram_data[38:31];
                6: out_data <= sd_2_dram_data[30:23];
                7: out_data <= sd_2_dram_data[22:15];
            endcase            
        end
        else
        begin
            out_data <= 0;
        end
    end
end
always @ (posedge clk or negedge rst_n)
begin
    if(!rst_n)
    begin
        out_data_cnt <= 0;
    end
    else
    begin
        if(in_valid == 1)
        begin
            out_data_cnt <= 0;
        end
        if(current_state == DATA_OUTPUT || current_state == DATA_OUTPUT_2)
        begin
            out_data_cnt <= out_data_cnt + 1;
        end
    end
end
always @(posedge clk or negedge rst_n) begin
    if(!rst_n)
    begin
        MOSI <= 1;              
    end
    else
    begin
        if(current_state == SD_READ)
        begin
            MOSI <= command[command_cnt];
        end
        if(current_state == DRAM_READ_SEND_COMMAND)
        begin
            MOSI <= command[command_cnt];
        end
        if(current_state == SD_WRITE)
        begin
            MOSI <= sd_write_MOSI[sd_write_MISO_cnt];
        end
        if(current_state == SD_WRITE_RESPONSE || current_state == WAIT_BUSY)
        begin
            MOSI <= 1;
        end
    end
end
always @ (posedge clk or negedge rst_n)
begin
    if(!rst_n)
    begin
        command_cnt <= 0;
    end
    else
    begin
        if(in_valid == 1)
        begin
            command_cnt <= 47;        
        end
        if(current_state == SD_READ || current_state == DRAM_READ_SEND_COMMAND)
        begin
            command_cnt <= command_cnt - 1;
        end
        if(command_cnt == 6'd0)
        begin
            command_cnt <= 47;
        end
    end
end
always @ (posedge clk or negedge rst_n)
begin
    if(!rst_n)
    begin
        sd_write_MISO_cnt <= 0;
    end
    else
    begin
        if(in_valid)
        begin
            sd_write_MISO_cnt <= 101;
        end
        if(current_state == SD_WRITE)
        begin
            sd_write_MISO_cnt <= sd_write_MISO_cnt - 1;
        end
        if(sd_write_MISO_cnt == 7'b0)
        begin
            sd_write_MISO_cnt <= 101;
        end
    end
end
always @(posedge clk or negedge rst_n) begin
    if(!rst_n)
    begin
        AR_ADDR <= 0;          
    end
    else
    begin
        if(AR_VALID == 1'b1 && AR_READY == 1'b1)
        begin
            AR_ADDR <= 0;
        end
        else if(direction_reg == 1'b0  && current_state == INPUT_STATE_1)
        begin
            AR_ADDR <= addr_dram_reg;
        end
    end
end
always @(posedge clk or negedge rst_n) begin
    if(!rst_n)
    begin
        AR_VALID <= 0;          
    end
    else
    begin
        if(AR_VALID == 1'b1 && AR_READY == 1'b1)
        begin
            AR_VALID <= 0;
        end
        else if(direction_reg == 1'b0 && current_state == INPUT_STATE_1)
        begin
            AR_VALID <= 1'b1;
        end
    end
end
always @(posedge clk or negedge rst_n) begin
    if(!rst_n)
    begin
        R_READY <= 0;           
    end
    else
    begin
        if(current_state == DRAM_READ) 
        begin
            if(R_READY == 1 && R_VALID == 1)
            begin
                R_READY <= 0;
            end
            else if(AR_VALID == 0 && AR_READY == 0)
            begin
                R_READY <= 1;
            end
        end
    end
end
always @(posedge clk or negedge rst_n) begin
    if(!rst_n)
    begin
        dram_2_sd_data <= 0;           
    end
    else
    begin
        if(current_state == DRAM_READ) 
        begin
            if(R_READY == 1 && R_VALID == 1)
            begin
                dram_2_sd_data <= R_DATA;
            end
        end
    end
end
always @ (posedge clk or negedge rst_n)
begin
    if(!rst_n)
    begin
        data_response_cnt <= 0;
    end
    else
    begin
        if(in_valid)
        begin
            data_response_cnt <= 0;
        end
        if(current_state == SD_WRITE_RESPONSE)
        begin
            data_response_cnt <= data_response_cnt + 1;
        end
        if(data_response_cnt == 8)
        begin
            data_response_cnt <= 0;
        end
    end
end
always @ (posedge clk or negedge rst_n)
begin
    if(!rst_n)
    begin
        sd_read_wait_response_cnt <= 0;
    end
    else
    begin
        if(current_state == SD_READ_RESPONSE)
        begin
            sd_read_wait_response_cnt <= sd_read_wait_response_cnt + 1;
        end
        if(in_valid == 1)
        begin
            sd_read_wait_response_cnt <= 0;
        end
        if(sd_read_wait_response_cnt == 7)
        begin
            sd_read_wait_response_cnt <= 0;          
        end
    end
end
always @ (posedge clk or negedge rst_n)
begin
    if(!rst_n)
    begin
        sd_2_dram_data <= 0;
    end
    else
    begin
        if(next_state == SD_READ_DATA)
        begin
            sd_2_dram_data[sd_read_MISO_cnt] <= MISO;
        end  
    end
end
always @ (posedge clk or negedge rst_n)
begin
    if(!rst_n)
    begin
        sd_read_MISO_cnt <= 0;
    end
    else
    begin
        if(in_valid == 1)
        begin
            sd_read_MISO_cnt <= 79;
        end
        else
        begin
            if(next_state == SD_READ_DATA)
            begin
                sd_read_MISO_cnt <= sd_read_MISO_cnt - 1;
            end
            if(sd_read_MISO_cnt == 0)
            begin
                sd_read_MISO_cnt <= 0;
            end
        end
    end
end
always @(posedge clk or negedge rst_n) begin
    if(!rst_n)
    begin
        AW_ADDR <= 0;           
    end
    else
    begin
        if(current_state == DRAM_WRITE_1)
        begin
            AW_ADDR <= addr_dram_reg;
        end
        if(AW_VALID == 1 && AW_READY == 1)
        begin
            AW_ADDR <= 0;
        end
    end
end
always @(posedge clk or negedge rst_n) begin
    if(!rst_n)
    begin
        AW_VALID <= 0;            
    end
    else
    begin
        if(current_state == DRAM_WRITE_1)
        begin
            AW_VALID <= 1;
        end
        if(AW_VALID == 1 && AW_READY == 1)
        begin
            AW_VALID <= 0;
        end
    end
end
always @(posedge clk or negedge rst_n) begin
    if(!rst_n)
    begin
        W_VALID <= 0;         
    end
    else
    begin
        if(current_state == DRAM_WRITE_2)
        begin
            if(AW_VALID == 1 & AW_READY == 1)
            begin
                W_VALID <= 1;
            end
            if(W_VALID == 1 && W_READY == 1)
            begin
                W_VALID <=0;
            end
        end
    end
end
always @(posedge clk or negedge rst_n) begin
    if(!rst_n)
    begin
        W_DATA <= 0;           
    end
    else
    begin
        if(current_state == DRAM_WRITE_2)
        begin
            if(AW_VALID == 1 && AW_READY == 1)
            begin
            W_DATA <= sd_2_dram_data[78:15];
            end
            if(W_VALID == 1 && W_READY == 1)
            begin
                W_DATA <=0;
            end
        end
    end
end
always @(posedge clk or negedge rst_n) begin
    if(!rst_n)
    begin
        B_READY <= 0;           
    end
    else
    begin
        if(current_state == DRAM_WRITE_2)
        begin
            if(AW_VALID == 1 & AW_READY == 1)
            begin
                B_READY <= 1;
            end
            if(B_READY == 1 && B_VALID == 1)
            begin
                B_READY <= 0;
            end
        end
    end
end
function automatic [6:0] CRC7;   
    input [39:0] data;   
    reg [6:0] crc;
    integer i;
    reg data_in, data_out;
    parameter polynomial = 7'h9;   
    begin
        crc = 7'd0;
        for (i = 0; i < 40; i = i + 1) begin
            data_in = data[39-i];
            data_out = crc[6];
            crc = crc << 1;   
            if (data_in ^ data_out) begin
                crc = crc ^ polynomial;
            end
        end
        CRC7 = crc;
    end
endfunction
function automatic [15:0] CRC16_CCITT;
    input [63:0] data;   
    reg [15:0] crc16;
    integer i;
    reg data_in, data_out;
    parameter polynomial = 16'h1021;   
    begin
        crc16 = 16'd0;
        for (i = 0; i < 64; i = i + 1) begin
            data_in = data[63-i];
            data_out = crc16[15];
            crc16 = crc16 << 1;   
            if (data_in ^ data_out) begin
                crc16 = crc16 ^ polynomial;
            end
        end
        CRC16_CCITT = crc16;
    end
endfunction
endmodule
==> flow/run.sh <==
#!/bin/bash
# OpenROAD 26Q1-2900-gdf79404cd8, Yosys 0.63+post, stock flow scripts
make -C /OpenROAD-flow-scripts/flow DESIGN_CONFIG=/design/flow/config.mk WORK_HOME=/design/flow/orfs finish
==> flow/config.mk <==
export PLATFORM = sky130hd
export DESIGN_NAME = BRIDGE
export DESIGN_NICKNAME = BRIDGE
export VERILOG_FILES = /design/flow/design.v
export SDC_FILE = /design/flow/constraint.sdc
export NUM_CORES = 4
export LEC_CHECK = 1
export CORE_UTILIZATION = 30
==> flow/constraint.sdc <==
current_design BRIDGE

set clk_period 9.2
set clk_io_pct 0.2

create_clock -name clk0 -period $clk_period [get_ports {clk}]

set non_clock_inputs [all_inputs -no_clocks]
set_input_delay [expr $clk_period * $clk_io_pct] -clock clk0 $non_clock_inputs
set_output_delay [expr $clk_period * $clk_io_pct] -clock clk0 [all_outputs]
==> results.txt <==
Purpose: to document the outcome of synthesis and place and route.

Run status
The flow ran to the end, and the final reports show no timing, DRC or antenna violations.

Detailed routing
Nets still carrying antenna violations after routing amount to 0. The average vias per placed instance is 5.076. Per the detail_route report, the via count comes to 12480. Per the detail_route log, met2 wirelength is 22880 um. The first-iteration detailed-routing DRC count is 950.

The antenna diode count is 0. The total length of routed wires is 49900 um. The number of detailed-routing iterations run before antenna repair is 7. The routed length on met3 is 3712 um.

The final routed DRC violation total is 0. The mean routed wirelength per cell is 20.29 um. In this run the top signal layer used is met4. In the per-layer summary, the met1 wirelength comes to 21870 um.

Worst setup path
For the worst reg-to-reg path, the startpoint reported by OpenROAD is dram_2_sd_data[63]. STA puts the critical path data arrival time at 5.19 ns. The startpoint kind of the worst setup timing path is a flip-flop.

The largest fanout of any net on the critical path is 8. The category of the worst setup path capture point is a flip-flop. The worst setup path is of the reg2reg kind.

The worst path required time is 9.66 ns. The setup check on the worst reg-to-reg path leaves a slack of 4.47 ns. The delay contributed by the slowest stage of the critical path is 0.62 ns. The capture instance of the worst register-to-register path is MOSI. The signal on the critical path passes through xnor3_1 > xnor2_1 > xnor3_1 > xnor2_1 > xnor2_2 > xnor3_1 > xnor3_1 > xnor2_1 > mux2i_1 > o211a_1 > o31a_1 > o31ai_2.

The standard cell with the maximum stage delay on the critical path is sky130_fd_sc_hd__dfrtp_1. The cell depth of the worst flop-to-flop path is 12. The most used cell along the critical path is sky130_fd_sc_hd__xnor3_1.

Finish
The non-filler instance count after layout is 2459. The finished layout cell area is 21560 um^2. The post-synthesis to final-layout area growth is 22.91%. The utilization after layout is 37.37%. The registers reported with the highest flop counts are W_DATA x64, dram_2_sd_data x64, sd_2_dram_data x64. The fraction of final layout cells with drive strength greater than 1 is 14.46%.

Placement
STA on the placed design reports a worst setup slack of 4.059 ns. The area after detailed placement is 20230 um^2. In the placement report, post-DP HPWL is listed as 36720 um.

The weighted congestion at the end of routability-driven global placement is 0.9618. The total of buffers placed on input and output ports is 207. The number of cells in the design after placement is 2391.

Hold path
The worst hold endpoint is out_data[5]. Along the worst hold path, the cell count comes to 2. The worst min-delay path category is reg2reg. The start point of the worst hold path is out_data[5].

Synth
The synthesis report gives the async set-or-reset register share as 100.0%. The total cells reported by yosys after synthesis is 1499. The post-synthesis instance area is 17540 um^2. The cell type that accounts for the most area after synthesis is sky130_fd_sc_hd__dfrtp_1. The synthesized design contains 315 register bits. Ranked by total cell area, the synthesized netlist is headed by sky130_fd_sc_hd__dfrtp_1, sky130_fd_sc_hd__mux2_2, sky130_fd_sc_hd__a22o_1, sky130_fd_sc_hd__xnor3_1, sky130_fd_sc_hd__xnor2_1. The number of standard cells after synthesis is 1499. The most common flop cell mapped by yosys is sky130_fd_sc_hd__dfrtp_1. Counting distinct cell types in the post-synthesis netlist gives 71. The count of yosys warnings during synthesis is 1.

Of the post-synthesis cell area, the dominant cell type holds 44.65%. Dividing the synthesized area by the synthesized cell count gives 11.70 um^2. After synthesis, flip-flops and latches occupy 44.95% of the total area.

The post-synthesis chip area from yosys is 17540 um^2. The count of library flops with an enable pin is 0.

STA
The final max-slew violation count is 0. The smallest setup slack after layout is 4.472 ns. The final sum of negative setup slack is 0 ns.

On the final layout, the worst hold slack is 0.4846 ns. Per the slew report, the remaining headroom to the max-slew limit stands at 44.13%. The post-route fraction of the period consumed by the critical path is 51.40%.

The final timing report counts setup violations totalling 0. The transition time at the pin with the least slew margin is 0.8380 ns. The final hold violation count is 0. The clock arrives with 0.01610 ns of skew. Setup repair after global routing left no endpoint under its margin. The highest clock rate this design can be run at is 0.2115 GHz. Counting I/O delays and the setup requirement, the final critical path takes 4.728 ns.

Global routing
The first global-routing pass estimated 76020 um of wire. Summed over all layers, the global routing overflow is 0. The total routing resource utilization after global routing is 17.30%.

Entering global routing, the biggest net connects 65 pins. The via count of the first global-routing pass was 12150. The number of antenna violations at the first check in global routing is 0.

Die
The floorplan step defined a core boundary enclosing 57700 um^2. In this run the full chip footprint comes out at 59440 um^2. The initial utilization of the core area, before any placement, comes to 30.40%.

Per the OpenROAD floorplan log, the width of the die is 243.8 um. The number of standard-cell rows in the floorplan is 88. The count of boundary I/O pins is 250. The vertical die dimension reported for this design is 243.8 um.

Clock tree
The later pin in the worst-skew pair is clocked with a latency of 0.56 ns. The number of hold buffers added after CTS was 0. Looking at the worst setup and hold paths, the clock pins of their registers show a slew of 0.06 ns. The post-CTS resize count is 0. The post-CTS setup buffer count is 0.

TritonCTS built the clock tree. The clock sink count is 315. The maximum clock path buffer count is 3. The clock root buffer is sky130_fd_sc_hd__clkbuf_16. The number of levels in the clock H-tree is 2. The number of buffers created by CTS is 38.

Flow run
The tool warning count is 37. Max-cap violations in this run came to 0.
[cells in the mapped netlist (27+ instances only)]
| cell | number |
|---|---|
| sky130_fd_sc_hd__xnor2_1 | 117 |
| sky130_fd_sc_hd__dfrtp_1 | 313 |
| sky130_fd_sc_hd__o21ai_0 | 36 |
| sky130_fd_sc_hd__nand3_1 | 32 |
| sky130_fd_sc_hd__clkbuf_1 | 87 |
| sky130_fd_sc_hd__a22o_1 | 142 |
| sky130_fd_sc_hd__mux2_2 | 113 |
| sky130_fd_sc_hd__a21oi_1 | 27 |
| sky130_fd_sc_hd__xnor3_1 | 53 |
| sky130_fd_sc_hd__inv_1 | 28 |
| sky130_fd_sc_hd__nand2_1 | 126 |
| sky130_fd_sc_hd__buf_4 | 38 |
| sky130_fd_sc_hd__nor2_1 | 80 |
[worst max-delay path: cells and delay by family, from the launching register on]
family / cells / cell delay (ns)
multiplexers: 1 / 0.10
flip-flops: 1 / 0.62
AND-OR/OR-AND: 3 / 0.74
XOR/XNOR: 8 / 3.16
[kinds of logic (layout without fill, tap and decap cells)]
logic type                 Yosys count  after routing  synth area share (%)
buffers and inverters              170            328                 4.558
xor gates and xnor gates           213            213                 16.19
AOI/OAI and AO/OA                  317            317                 14.09
other                                1             38               0.02138
muxes                              159            159                 11.38
adders and majority gates           15             15                 1.070
and+or+nand+nor                    309            309                 7.747
DFF                                315            315                 44.95
[cells in the final DEF (no fill, tap or decap), types with 16 or more instances in the layout]
cell	count
sky130_fd_sc_hd__clkdlybuf4s50_1	205
sky130_fd_sc_hd__mux2i_1	25
sky130_fd_sc_hd__nor2_1	79
sky130_fd_sc_hd__a221oi_1	16
sky130_fd_sc_hd__dfrtp_1	313
sky130_fd_sc_hd__inv_1	28
sky130_fd_sc_hd__a21oi_1	27
sky130_fd_sc_hd__nand3_1	31
sky130_fd_sc_hd__xnor3_1	53
sky130_fd_sc_hd__mux2_2	113
sky130_fd_sc_hd__xor2_1	26
sky130_fd_sc_hd__buf_4	24
sky130_fd_sc_hd__nor3_1	23
sky130_fd_sc_hd__mux4_2	21
sky130_fd_sc_hd__nand2_1	126
sky130_fd_sc_hd__xnor2_1	117
sky130_fd_sc_hd__clkbuf_16	39
sky130_fd_sc_hd__o21ai_0	36
sky130_fd_sc_hd__a22o_1	142
sky130_fd_sc_hd__conb_1	38
[per-layer routing]
| layer | global-route usage (%) | up-vias |
|---|---|---|
| li1 | - | 5734 |
| met3 | 4.296 | 88 |
| met2 | 26.04 | 476 |
| met5 | 0 | - |
| met1 | 25.83 | 6184 |
| met4 | 4.136 | 0 |
[worst max path at each step]
stage | startpoint | to | depth (start not counted)
CTS | dram_2_sd_data[54] | MOSI | 12
global route | dram_2_sd_data[63] | MOSI | 12
finish | dram_2_sd_data[63] | MOSI | 12
[final cells by class]
class                           instances  area (um^2)
Fill cell                            5443        36140
Multi-Input combinational cell       1051         9026
Sequential cell                       315         7885
Timing Repair Buffer                  231         2252
Clock buffer                           48         1090
Tap cell                              765        957.2
Clock inverter                         20        240.2
Inverter                               29        108.9
