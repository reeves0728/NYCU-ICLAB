==> design.v <==
module CLK_1_MODULE (
    clk,
    rst_n,
    in_valid,
    seed_in,
    out_idle,
    out_valid,
    seed_out,
    clk1_handshake_flag1,
    clk1_handshake_flag2,
    clk1_handshake_flag3,
    clk1_handshake_flag4
);
input clk;
input rst_n;
input in_valid;
input [31:0] seed_in;
input out_idle;
output reg out_valid;
output reg [31:0] seed_out;
input clk1_handshake_flag1;
input clk1_handshake_flag2;
output clk1_handshake_flag3;
output clk1_handshake_flag4;
always @ (posedge clk or negedge rst_n)
begin
    if(!rst_n) out_valid <= 0;
    else begin
        if(in_valid) out_valid <= 1;
        else out_valid <= 0; 
    end
end
always @ (posedge clk or negedge rst_n)
begin
    if(!rst_n) seed_out <= 0;
    else
    begin
        if(in_valid) seed_out <= seed_in;
    end
end
endmodule
module CLK_2_MODULE (
    clk,
    rst_n,
    in_valid,
    fifo_full,
    seed,
    out_valid,
    rand_num,
    busy,
    handshake_clk2_flag1,
    handshake_clk2_flag2,
    handshake_clk2_flag3,
    handshake_clk2_flag4,
    clk2_fifo_flag1,
    clk2_fifo_flag2,
    clk2_fifo_flag3,
    clk2_fifo_flag4
);
input clk;
input rst_n;
input in_valid;
input fifo_full;
input [31:0] seed;
output reg out_valid;
output reg [31:0] rand_num;
output reg busy;
input handshake_clk2_flag1;
input handshake_clk2_flag2;
output handshake_clk2_flag3;
output handshake_clk2_flag4;
input clk2_fifo_flag1;
input clk2_fifo_flag2;
output reg clk2_fifo_flag3;
output clk2_fifo_flag4;
reg [31:0] seed_reg;
reg [31:0] seed_syn;
reg in_valid_d1;
reg in_valid_d2;
reg in_valid_d3;
reg [31:0] x_step1;
reg [31:0] x_step2;
reg [31:0] x_step3;
reg [31:0] x_step4;
parameter IDLE = 0;
parameter PAUSE = 1;
parameter OUTPUT = 2;
reg [1:0] current_state, next_state;
reg [7:0] out_256_cnt; 
NDFF_BUS_syn #(32) NDFF_bus_syn(.D(seed),.Q(seed_syn),.clk(clk),.rst_n(rst_n));
always @ (*)
begin
    next_state = 0;
    case(current_state)
        IDLE:
        begin
            if(in_valid_d3) next_state = OUTPUT;
            else next_state = IDLE;
        end
        OUTPUT:
        begin
            if(out_256_cnt == 255) next_state = IDLE;
            else next_state = PAUSE;
        end
        PAUSE:
        begin
            if(!fifo_full) next_state = OUTPUT;
            else next_state = PAUSE;
        end
    endcase
end
always @ (posedge clk or negedge rst_n)
begin
    if(!rst_n) out_256_cnt <= 0;
    else
    begin
        if(current_state == OUTPUT) out_256_cnt <= out_256_cnt + 1;
    end
end
always @ (posedge clk or negedge rst_n)
begin
    if(!rst_n) seed_reg <= 0;
    else
    begin
        if(in_valid_d3)  seed_reg <= seed_syn;
        else if(current_state == OUTPUT) seed_reg <= x_step4;
    end
end
always @ (posedge clk or negedge rst_n)
begin
    if(!rst_n) in_valid_d1 <= 0;
    else in_valid_d1 <= in_valid;
end
always @ (posedge clk or negedge rst_n)
begin
    if(!rst_n) 
    begin
        in_valid_d2 <= 0;
    end
    else 
    begin
        in_valid_d2 <= in_valid_d1;
    end
end
always @ (posedge clk or negedge rst_n)
begin
    if(!rst_n) 
    begin
        in_valid_d3 <= 0;
    end
    else 
    begin
        in_valid_d3 <= in_valid_d2;
    end
end
always @ (*)
begin
    busy = in_valid & ~in_valid_d1;
end
always @ (*)
begin
    x_step1 = seed_reg;
end
always @ (*)
begin
    x_step2 = x_step1 ^ (x_step1 << 13);
end
always @ (*)
begin
    x_step3 = x_step2 ^ (x_step2 >> 17);
end
always @ (*)
begin
    x_step4 = x_step3 ^ (x_step3 << 5);
end
always @ (posedge clk or negedge rst_n)
begin
    if(!rst_n) current_state <= IDLE;
    else current_state <= next_state;
end
always @ (*)
begin
    out_valid = (current_state == OUTPUT && !fifo_full);
end
always @ (*)
begin
    rand_num = x_step4;
end
endmodule
module CLK_3_MODULE (
    clk,
    rst_n,
    fifo_empty,
    fifo_rdata,
    fifo_rinc,
    out_valid,
    rand_num,
    fifo_clk3_flag1,
    fifo_clk3_flag2,
    fifo_clk3_flag3,
    fifo_clk3_flag4
);
input clk;
input rst_n;
input fifo_empty;
input [31:0] fifo_rdata;
output reg fifo_rinc;
output reg out_valid;
output reg [31:0] rand_num;
input fifo_clk3_flag1;
input fifo_clk3_flag2;
output fifo_clk3_flag3;
output fifo_clk3_flag4;
parameter SRAM_N_EMPTY = 0;
parameter R_DATA = 1;
parameter OUTPUT = 2;
reg [1:0] current_state, next_state;
always @ (*)
begin
    fifo_rinc = (current_state == R_DATA && !fifo_empty);
end
always @ (posedge clk or negedge rst_n)
begin
    if(!rst_n) current_state <= SRAM_N_EMPTY;
    else current_state <= next_state;
end
always @ (*)
begin
    next_state = 0;
    case(current_state)
        SRAM_N_EMPTY:
        begin
            if(fifo_empty) next_state = SRAM_N_EMPTY;
            else next_state = R_DATA;
        end
        R_DATA: next_state = OUTPUT;
        OUTPUT: 
        begin
            if(fifo_empty) next_state = SRAM_N_EMPTY;
            else next_state = R_DATA;
        end
    endcase
end
always @ (posedge clk or negedge rst_n)
begin
    if(!rst_n) rand_num <= 0;
    else
    begin
        if(current_state == OUTPUT) rand_num <= fifo_rdata;
        else rand_num <= 0;
    end
end
always @ (posedge clk or negedge rst_n)
begin
    if(!rst_n) out_valid <= 0;
    else
    begin
        if(current_state == OUTPUT) out_valid <= 1;
        else out_valid <= 0;
    end
end
endmodule
==> run.sh <==
#!/bin/bash
# OpenROAD 26Q1-2900-gdf79404cd8, Yosys 0.63+post, stock flow scripts
make -C /OpenROAD-flow-scripts/flow DESIGN_CONFIG=/design/flow/config.mk WORK_HOME=/design/flow/orfs finish
==> config.mk <==
export PLATFORM = sky130hd
export DESIGN_NAME = CLK_3_MODULE
export DESIGN_NICKNAME = CLK_3_MODULE
export VERILOG_FILES = /design/flow/design.v
export SDC_FILE = /design/flow/constraint.sdc
export NUM_CORES = 4
export LEC_CHECK = 1
export CORE_AREA = 10 10 102 102
export DIE_AREA = 0 0 112 112
==> constraint.sdc <==
current_design CLK_3_MODULE

set clk_period 1.4
set clk_io_pct 0.2

create_clock -name clk0 -period $clk_period [get_ports {clk}]

set non_clock_inputs [all_inputs -no_clocks]
set_input_delay [expr $clk_period * $clk_io_pct] -clock clk0 $non_clock_inputs
set_output_delay [expr $clk_period * $clk_io_pct] -clock clk0 [all_outputs]
==> results.cfg <==
; implementation run metrics
[detailed_routing]
wl_per_cell_microns = 12.6
dr.pass1.iters = 3
diodes = 0
via_per_inst = 3.12
first_iter_violations = 29
finalWirelength_mm = 3.29
remaining_drc_errors = 0
drtAntennaViolNets = 0
routed-via-count = 811

[worst_hold_path]
hold_path.class = reg2reg

[global_routing]
grt_pass1_vias = 953
grt_pass1_wl_mm = 5.19
antenna_found_initial = 0
track_usage_pct = 5.17
grt_max_degree = 21
grt_overflow = 0

[floorplan]
fp_util_pct = 14.6
ios = 73
rows = 33
die_w_microns = 112
die_h_microns = 112
die_area_sq_mm = 0.0125
coreArea_sq_mm = 0.00822

[placed_design]
post-dp-hpwl_mm = 2.54
numPortBuffers = 68
dp.cells = 250
place_congestion = 0.687

[setup_path]
cp_num_buf_inv = 1
critPathRequiredTime_ns = 1.12
worst-setup-path-type = reg2out
arrival_ns = 1.07
start_kind = flip-flop
cp_slowest_cell = clkdlybuf4s50_1
path_cells = clkdlybuf4s50_1
cp_max_fo = 1
max_stage_delay_ns = 0.47
cp-end-kind = output port
crit_family = buffers and inverters

[yosys]
synth_area_sq_mm = 0.00120
synth_area_leader_cell = dfrtp_1
synth_flops = 36
synth_warnings = 3
syn_avg_cell_area_sq_um = 15.6
synthCells = 77
ys_types = 9
synth.area.top_cells = dfrtp_1, and2_2, dfstp_2
ys_area_sq_mm = 0.00120
ys_cells = 77
synth.top_cell.area_share_pct = 73.0
yosysSeqAreaShare_pct = 75.2

[cells_and_area]
fin_util_pct = 26.4
fin_cells = 260
drive_gt1_share_pct = 29.0
syn2layout_area_growth_pct = 80.9
fill_cells = 844

[timing]
setup_viol_count_final = 0
hold_slack_ns = 0.380
fin_skew_ns = 0.00339
grt_setup_unrepaired = no
fmax_ghz = 0.740
maxSlewViolCount = 0
finalHoldViolCount = 0
relSlewSlack_pct = 52.9
worst_pin_slew_ns = 0.704
tns_ns = 0
final.min_clock_period_ns = 1.35
period_used_pct = 96.5

[clock_network]
clkTransAtPathRegs_ns = 0.07
cts_setup_buffers = 0
clk_path_buf_depth = 2
clock_sinks = 36
htreeDepth = 2
numCtsBuffers = 5
clock.latency.late_pin_ns = 0.28
clock-root-buffer = clkbuf_8
tritoncts = yes

[pwr]
p_per_area_mw_per_mm2 = 885
ir_drop_mv = 0.322
cellLeakagePower_nw = 1.27
total_power_mw = 1.92

[job]
cap_violations = 0
warnings = 27

[outcome]
outcome = finished clean
## through the flow
stage / area [sq um] / setup slack (ns)
6_report: 2170 / 0.0483
4_1_cts: 2130 / 0.00120
2_1_floorplan: 1200 / 0.560
3_3_place_gp: 2020 / -0.167
5_1_grt: 2170 / 0.00107
3_5_place_dp: 2020 / -0.196
## what timing repair did
action,in CTS,in global routing
gates resized,2,16
endpoints found under the setup margin,2,16
hold buffers,2,0
endpoints found under the hold margin,15,0
cloned,0,0
## cell families (layout without fill, tap and decap cells)
kind of cell | count (synthesis) | count (layout) | share of synthesized area (%)
AND-OR/OR-AND | 2 | 2 | 1.46
flip-flops | 36 | 36 | 75.2
AND/OR/NAND/NOR | 33 | 33 | 20.5
buffers and inverters | 5 | 82 | 2.50
other | 1 | 2 | 0.313
## layout make-up
type | instances | area (sq um) | area share [%]
Clock buffer | 8 | 90.1 | 4.15
Multi-Input combinational cell | 37 | 272 | 12.5
Sequential cell | 36 | 902 | 41.6
Tap cell | 105 | 131 | 6.05
Timing Repair Buffer | 74 | 776 | 35.7
## state kept, by name, indices dropped and copies added (netlist names)
| register | count |
|---|---|
| out_valid | 1 |
| rand_num | 32 |
| current_state | 3 |
## cells in the final DEF (no fill, tap or decap)
master           Yosys  final
dfrtp_1             35     35
dlygate4sd3_1        0      2
buf_2                0      1
buf_4                2      3
clkbuf_1             0      2
o21ba_2              1      1
dfstp_2              1      1
clkbuf_8             0      6
dlymetal6s2s_1       0     16
conb_1               1      2
dlygate4sd2_1        0      2
o21a_1               1      1
nor2b_1              1      1
clkdlybuf4s50_1      0     49
buf_12               0      1
and2_2              32     32
## power by group
group	internal, mW	switching [mW]
registers	1.04	0
logic	0.0913	0.0336
clock network	0.402	0.356
## metal layers
layer	global-route usage, %	up-vias	routed length [microns]
met5	0	-	0
met2	7.85	47	1520
met1	6.26	380	1340
li1	-	382	-
met3	3.31	2	411
met4	0.592	0	8
## synth_stat cells
cell / instances
clkbuf_2: 3
dfstp_2: 1
buf_4: 2
conb_1: 1
dfrtp_1: 35
nor2b_1: 1
and2_2: 32
o21a_1: 1
o21ba_2: 1
## path summary, 6_finish.rpt
path | from | slack, ns | cells after the start | end
setup / recovery | rand_num[10] | 0.05 | 1 | rand_num[10]
hold / removal | current_state[2] | 0.38 | 0 | current_state[1]
setup reg to reg | current_state[1] | 0.52 | 2 | current_state[2]
hold reg to reg | current_state[2] | 0.38 | 0 | current_state[1]
max in group asynchronous | rst_n | 0.35 | 2 | rand_num[16]
min in group asynchronous | rst_n | 0.60 | 2 | current_state[1]
Power figures rest on the tool's default switching activity, not on a simulated workload.
